File: /design/flow/config.mk
export PLATFORM = sky130hd
export DESIGN_NAME = alu
export DESIGN_NICKNAME = alu
export VERILOG_FILES = /design/flow/design.v
export SDC_FILE = /design/flow/constraint.sdc
export NUM_CORES = 4
export LEC_CHECK = 1
export CORE_UTILIZATION = 50
File: /design/flow/constraint.sdc
current_design alu

set clk_period 17.3
set clk_io_pct 0.2

create_clock -name clk0 -period $clk_period

set non_clock_inputs [all_inputs -no_clocks]
set_input_delay [expr $clk_period * $clk_io_pct] -clock clk0 $non_clock_inputs
set_output_delay [expr $clk_period * $clk_io_pct] -clock clk0 [all_outputs]
File: /design/flow/design.v
`timescale 1ns / 1ps
module alu(
    input [31:0] eqa,          
    input [31:0] b,            
    input [3:0] ealuc,         
    output reg [31:0] r        
);
    always @(*) begin
        case (ealuc)
            4'b0000: r = eqa & b;          
            4'b0001: r = eqa | b;          
            4'b0010: r = eqa + b;          
            4'b0110: r = eqa - b;          
            4'b0111: r = (eqa < b) ? 32'd1 : 32'd0;  
            4'b1100: r = ~(eqa | b);       
            default: r = 32'd0;            
        endcase
    end
endmodule
File: /design/flow/run.sh
#!/bin/bash
# OpenROAD 26Q1-2900-gdf79404cd8, Yosys 0.63+post, stock flow scripts
make -C /OpenROAD-flow-scripts/flow DESIGN_CONFIG=/design/flow/config.mk WORK_HOME=/design/flow/orfs finish
==> qor.yml <==
die:
  core_area_um2: 8890
  chipWidth_um: 98.5
  i_o_pin_cnt: 100
  fp-row-count: 34
  fp-utilization: 0.524
  die_h_um: 98.5
  fp.dieArea_um2: 9710
power:
  vdd.ir_drop.worst_v: 0.0000164
  power-per-cell-area_nw_per_um2: 29.9
  power_leakage_nw: 2.64
timing:
  final.period_utilization: 0.619
  timing.max_slew.rel_slack: 0.539
  timing.fmax_ghz: 0.0934
  hold_violations: 0
  worst_margin_pin_slew_ns: 0.686
  setup_ws_ns: 6.59
  final-max-slew-violation-count: 0
  rsz0062_at_grt: "false"
  period_minus_slack_ns: 10.71
  whs_ns: 8.05
  setup_viol: 0
  total_negative_setup_slacks_ns: 0
critical_path:
  cp.arrival_ns: 7.25
  critical_path.max_fanout: 3
  crit_path_max_incr_delay_ns: 0.48
  cp_data_required_time_ns: 13.84
  critical_path.endpoint_type: "primary output"
  crit_chain: "clkdlybuf4s50_1 > inv_1 > ha_1 > fa_1 > nor2_1 > o221ai_2 > a211oi_2 > o21ai_1 > o31ai_2 > a311oi_1 > or4_1 > a41oi_2 > xnor2_1 > o21ai_1 > clkdlybuf4s50_1"
  worst-setup-path-type: "primary input to primary output"
  critPathSlowestCell: "sky130_fd_sc_hd__clkdlybuf4s50_1"
  worstSetupStartpointType: "primary input"
synth:
  synth.cellmix.adderShare: 0.280
  ys_sh_aoi: 0.379
  synth_cells: 706
  synth_cell_type_count: 73
  yosys_warnings: 1
  ys_cells: 706
  yosys_area_um2: 4660
  synth_simple_gate_area_share: 0.178
  avgSynthCellArea_um2: 6.60
  dominant_cell_by_count_in_the_synthesized_netlist: "sky130_fd_sc_hd__ha_1"
  area_leaders: "sky130_fd_sc_hd__ha_1, sky130_fd_sc_hd__a21oi_1, sky130_fd_sc_hd__inv_1, sky130_fd_sc_hd__nor2_1, sky130_fd_sc_hd__a221oi_1"
  common_cells: "sky130_fd_sc_hd__ha_1, sky130_fd_sc_hd__inv_1, sky130_fd_sc_hd__nor2_1"
  synth_area_um2: 4660
  synth_xor_xnor_area_share: 0.0526
  synth.yosys.seq_area_share: 0
  largest_area_contributor_in_the_netlist: "sky130_fd_sc_hd__ha_1"
  synth_logic_family: "AND-OR/OR-AND gates"
  synth.area.mux_share: 0.00430
  yosysTopAreaCellShare: 0.271
final_layout:
  area_delta_synth_final_pct: 22.8
  register_cell_area_after_layout_um2: 0
  flop-count: 0
  finalInstanceArea_um2: 5720
  clock_buffers: 0
  filler_cell_count: 751
  utilization: 0.644
  layout-drive-gt1-share: 0.0398
global_routing:
  antenna_found_initial: 0
  grt_pass1_vias: 4583
  grt-ovfl-total: 0
  grt_max_degree: 51
  grt_usage: 0.278
  grt_pass1_wl_um: 22400
route:
  drt-vias-per-instance: 5.92
  wirelength_um: 13400
  route.met3.wl_um: 791
  highest-signal-layer: "met4"
  diodes: 0
  detail-route-antenna-nets: 0
  drt-pass1-iter-count: 19
  drcViolationCount: 0
  detailroute.wirelength.met2_um: 5680
  wire_per_inst_um: 15.1
  routed-via-count: 5244
  drt_iter0_markers: 315
  wl_met1_um: 6870
job:
  drv.max_cap_violation_count: 0
  openroad.warnings: 102
clocking:
  post_cts.resized_instances: 0
  postCtsHoldBufs: 0
  cts_post_setup_buffers_inserted: 0
placed_design:
  portBuffers: 100
  dp_worst_setup_slack_ns: 6.62
  place_hpwl_um: 10500
  standard_cell_area_after_detailed_placement_um2: 5720
  gp_congestion: 0.968
status:
  status: "completed"
worst_hold_path:
  worst_hold_path_type: "primary input to primary output"
==> placed cells by master, fill, tap and decap left out, types with 3 or more instances in the layout <==
cell type,count
sky130_fd_sc_hd__a21o_1,12
sky130_fd_sc_hd__a21oi_1,73
sky130_fd_sc_hd__a221o_1,3
sky130_fd_sc_hd__a221oi_1,33
sky130_fd_sc_hd__a311oi_1,3
sky130_fd_sc_hd__a31oi_1,4
sky130_fd_sc_hd__buf_4,7
sky130_fd_sc_hd__clkdlybuf4s50_1,100
sky130_fd_sc_hd__ha_1,101
sky130_fd_sc_hd__inv_1,90
sky130_fd_sc_hd__inv_2,4
sky130_fd_sc_hd__nand2_1,37
sky130_fd_sc_hd__nand2b_1,7
sky130_fd_sc_hd__nand3_1,4
sky130_fd_sc_hd__nand4_1,8
sky130_fd_sc_hd__nor2_1,83
sky130_fd_sc_hd__nor3_1,13
sky130_fd_sc_hd__nor4_1,5
sky130_fd_sc_hd__o211ai_1,4
sky130_fd_sc_hd__o21a_1,4
sky130_fd_sc_hd__o21ai_0,49
sky130_fd_sc_hd__o21ai_1,14
sky130_fd_sc_hd__o21bai_1,10
sky130_fd_sc_hd__o31ai_1,8
sky130_fd_sc_hd__o41ai_1,4
sky130_fd_sc_hd__or3_1,7
sky130_fd_sc_hd__xnor2_1,27
==> layout make-up <==
class / instances / area (µm²) / share of cell area
tap: 108 / 135 / 0.0236
multi-input combinational: 575 / 4180 / 0.729
inverter: 96 / 360 / 0.0630
timing repair buffer: 107 / 1050 / 0.184
==> metal layers <==
layer / vias up / global-route usage
li1: 2680 / -
met1: 2377 / 0.457
met2: 183 / 0.417
met3: 4 / 0.0152
met4: 0 / 0.0126
met5: - / 0
==> where the power goes <==
group	internal [W]	switching [W]	total [W]	leakage (nW)
registers	0	0	0	0
logic	0.0000788	0.0000923	0.000171	2.64
clock network	0	0	0	0
total	0.0000788	0.0000923	0.000171	2.64
==> through the flow <==
| step | cells | total power (W) |
|---|---|---|
| finish | 886 | 0.000171 |
| global route | 886 | 0.000190 |
| CTS | 886 | 0.000170 |
| detailed placement | 886 | 0.000168 |
| global placement | 886 | 0.000167 |
| floorplan | 706 | 0.000110 |
==> path summary, 6_finish.rpt <==
check / endpoint / cells past startpoint / from
max: r[24] / 15 / eqa[0]
min: r[0] / 4 / ealuc[1]
==> logic make-up after synthesis <==
| family | count (synthesis) |
|---|---|
| buf+inv | 131 |
| fa+ha+maj | 103 |
| mux | 2 |
| simple gates | 182 |
| compound gates | 260 |
| xor+xnor | 28 |
==> worst max-delay path: cells and delay by family <==
kind	cells	cell delay [ns]
adders and majority gates	2	0.60
buffers and inverters	3	1.02
xor gates and xnor gates	1	0.09
AOI/OAI and AO/OA	7	1.43
and+or+nand+nor	2	0.66
Power and IR drop assume default switching activity.
