`./design.v`:
```
`timescale 1ns / 1ps
module idexePipelineReg(
    input clk,              
    input wreg,             
    input m2reg,            
    input wmem,             
    input [3:0] aluc,       
    input aluimm,           
    input [4:0] destReg,    
    input [31:0] qa,        
    input [31:0] qb,        
    input [31:0] imm32,     
    output reg ewreg,       
    output reg em2reg,      
    output reg ewmem,       
    output reg [3:0] ealuc,  
    output reg ealuimm,     
    output reg [4:0] edestReg,  
    output reg [31:0] eqa,  
    output reg [31:0] eqb,  
    output reg [31:0] eimm32  
);
    always @(posedge clk) begin
        ewreg <= wreg;
        em2reg <= m2reg;
        ewmem <= wmem;
        ealuc <= aluc;
        ealuimm <= aluimm;
        edestReg <= destReg;
        eqa <= qa;
        eqb <= qb;
        eimm32 <= imm32;
    end
endmodule
```
`./run.sh`:
```
#!/bin/bash
# OpenROAD 26Q1-2900-gdf79404cd8, Yosys 0.63+post, stock flow scripts
make -C /OpenROAD-flow-scripts/flow DESIGN_CONFIG=/design/flow/config.mk WORK_HOME=/design/flow/orfs finish
```
`./config.mk`:
```
export PLATFORM = sky130hd
export DESIGN_NAME = idexePipelineReg
export DESIGN_NICKNAME = idexePipelineReg
export VERILOG_FILES = /design/flow/design.v
export SDC_FILE = /design/flow/constraint.sdc
export NUM_CORES = 4
export LEC_CHECK = 1
export CORE_AREA = 10 10 125 125
export DIE_AREA = 0 0 135 135
```
`./constraint.sdc`:
```
current_design idexePipelineReg

set clk_period 1.0
set clk_io_pct 0.2

create_clock -name clk0 -period $clk_period [get_ports {clk}]

set non_clock_inputs [all_inputs -no_clocks]
set_input_delay [expr $clk_period * $clk_io_pct] -clock clk0 $non_clock_inputs
set_output_delay [expr $clk_period * $clk_io_pct] -clock clk0 [all_outputs]
```
==> run notes <==
Update from the flow run.

The run finished with clean final reports. The total power density per cell area is 2010 nW/um^2. The routed design has 7020 um of wire.

Measured along the x axis, the die boundary spans 135 um. The wire length per cell after detailed routing is 13.6 um. The clock transition at the registers of the reported paths is 0.07 ns. The flop and latch count out of synthesis is 109. The share of the yosys chip area belonging to registers is 1.00.

The critical-path cell with the highest stage delay is sky130_fd_sc_hd__dfxtp_2. The chip area is 18200 sq um. Summed over all nets, the half-perimeter wirelength after detailed placement is 5920 um. For reference, the critical path is captured by eqa[6]. Measured along the y axis, the die boundary spans 135 um.

The count of endpoints failing hold in the final timing report is 0. The final worst hold slack is 0.285 ns. The DRC violation count after routing is 0. TritonCTS built the clock tree.

The number of antenna cells inserted is 0. In this run the tool buffered the top-level ports with 218 buffer cells. In the final layout, the share of cells above drive strength 1 is 0.385. Setup repair after global routing could not meet its margin everywhere. The maximum level of the CTS H-tree is 3. OpenROAD emitted warnings numbering 27.

The area used by multi-input combinational logic is 0 sq um. The post-synthesis cell area is 2180 sq um. The critical path is of the flop to output port type. The transition time recorded at the tightest slew-check pin is 0.112 ns. The area occupied by registers is 2190 sq um. The total clock sinks is 109. The number of failing setup endpoints in the final timing report is 0. The Yosys chip area is 2180 sq um.

The number of cells after detailed placement is 499. Note that the worst hold path type here is input port to flop. The weighted congestion at the end of routability-driven global placement is 0.738. The maximum number of pins on one net before global-route repair is 19. IR analysis of the VDD net gives a maximum drop of 793 uV. The kind of cell with the highest combined delay on the critical path is flip-flops. A synthesized cell averages 20.0 sq um. Per the GRT congestion report, total overflow comes to 0. Pins over their slew limit in the final report were tallied at 0.

For the worst setup path, the data required time is 0.80 ns. The detailed-route vias per instance is 3.17. The total vias in the final route is 1631. For reference, the critical path is launched at eqa[6].

STA classifies the critical path endpoint as an output port. The violation count after the first detailed-routing iteration is 8. The number of buffers and inverters on the critical path is 1. Per the synthesis report, the number of distinct cell types is 1.

At the worst endpoint, the arrival time is 0.77 ns. The number of routed nets with antenna violations is 0. Clock tree synthesis selected as its root buffer the cell sky130_fd_sc_hd__clkbuf_16. The part of the cycle the worst path needs is 0.966. The number of gates on the worst path with buffers counted is 1. According to the floorplan report, the placeable core area is 12800 sq um.

The number of synthesis warnings is 1. In this run the count of I/O pins placed on the die edge is 219. The first-pass GRT wire length is 10300 um. Overall routing resource usage recorded by global route was 0.0732.

The first detailed-routing pass took 2 iterations. The leakage power summed over all cells is 0.00192 uW. The worst setup path is launched from a flop. In the layout the commonest cells are sky130_fd_sc_hd__clkdlybuf4s50_1, sky130_fd_sc_hd__buf_2, sky130_fd_sc_hd__dfxtp_1. The initial antenna violation count is 0. Per the post-synthesis report, the number of cells in the design is 109.

The number of buffers created by CTS is 9. The longest clock path from root to sink contains 2 buffers. In this run the critical path is formed by buf_2. The number of rows created at floorplan is 41. The biggest cell delay along the critical path is 0.31 ns.

Across all checked pins, the minimum headroom to the slew limit is 0.925. The largest fanout of any net on the critical path is 1. The shortest period the worst path allows is 0.966 ns. After clock tree synthesis, the flow added hold-fix buffers numbering 0. The synthesized netlist was found by Yosys to have 109 cells.

Timing would allow up to 1040 MHz. The via count of the first global-routing pass is 1812. The layout multi-input combinational cell count is 0. Counting the fill cells in the layout gives 1278. The pre-placement core utilization is 0.171.

Across the run, the number of max-cap violations was 0. The layout overhead on the synthesized area is 99.4%. The finished layout holds 515 standard cells, fillers aside.
==> registers in the layout, summed over array words and instances (netlist names) <==
name      cells
eimm32       32
eqa          32
eqb          32
edestReg      5
ealuc         4
ealuimm       1
em2reg        1
ewmem         1
ewreg         1
==> area by class of cell <==
cell class,instances,area share
clock buffers,10,0.0549
clock inverters,6,0.0161
flip-flops and latches,109,0.503
well taps,172,0.0495
repair buffers,218,0.376
==> Yosys cell counts <==
| library cell | n | area share |
|---|---|---|
| sky130_fd_sc_hd__dfxtp_1 | 109 | 1.0 |
==> routing by layer <==
metal	wire length (um)	share of wire	GRT usage
met5	0	0	0
met4	208	0.030	0.0191
met3	1680	0.24	0.0776
met2	2730	0.39	0.0992
met1	2410	0.34	0.0753
==> power by group <==
| part | switching, uW | internal (uW) | leakage, uW | total [uW] |
|---|---|---|---|---|
| registers | 43.2 | 4570 | 0.000920 | 4620 |
| logic | 96.4 | 507 | 0.000855 | 603 |
| clock network | 1510 | 2020 | 0.000141 | 3530 |
| total | 1650 | 7100 | 0.00192 | 8750 |
==> stage by stage <==
step	setup TNS (ns)	power (uW)	worst slack, ns	utilization	area (sq um)
finish	0	8750	0.0340	0.341	4350
global route	-0.0668	9170	-0.0144	0.341	4350
CTS	-0.00174	8940	-0.00174	0.340	4350
detailed placement	-0.00563	5570	-0.00563	0.359	4580
global placement	-0.0196	5560	-0.0196	0.359	4580
floorplan	0	4660	0.538	-	2180
==> kinds of logic (layout without fill, tap and decap cells) <==
| family | after synthesis | count (layout) | synth area share |
|---|---|---|---|
| buffers and inverters | 0 | 234 | 0 |
| flip-flops | 109 | 109 | 1.00 |
==> worst min-delay path by stage <==
stage     startpoint    endpoint  slack [ns]  cells past startpoint
6_report        wmem       ewmem        0.28                      1
5_1_grt     imm32[1]   eimm32[1]        0.26                      1
4_1_cts    imm32[12]  eimm32[12]        0.26                      1
==> repair_timing <==
action	4_1_cts	5_1_grt
gates resized	339	4
gates cloned	0	0
setup buffers	0	0
setup endpoints to repair	109	14
No activity file was given, so power comes from the tool's default toggle rates.
