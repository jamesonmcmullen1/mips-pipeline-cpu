==> /design/flow/run.sh <==
#!/bin/bash
# OpenROAD 26Q1-2900-gdf79404cd8, Yosys 0.63+post, stock flow scripts
make -C /OpenROAD-flow-scripts/flow DESIGN_CONFIG=/design/flow/config.mk WORK_HOME=/design/flow/orfs finish
==> /design/flow/config.mk <==
export PLATFORM = sky130hd
export DESIGN_NAME = dataMemory
export DESIGN_NICKNAME = dataMemory
export VERILOG_FILES = /design/flow/design.v
export SDC_FILE = /design/flow/constraint.sdc
export NUM_CORES = 4
export LEC_CHECK = 1
export CORE_UTILIZATION = 50
==> /design/flow/constraint.sdc <==
current_design dataMemory

set clk_period 53.3
set clk_io_pct 0.2

create_clock -name clk0 -period $clk_period [get_ports {clk}]

set non_clock_inputs [all_inputs -no_clocks]
set_input_delay [expr $clk_period * $clk_io_pct] -clock clk0 $non_clock_inputs
set_output_delay [expr $clk_period * $clk_io_pct] -clock clk0 [all_outputs]
==> /design/flow/design.v <==
`timescale 1ns / 1ps
module dataMemory(
    input [31:0] mr,         
    input [31:0] mqb,        
    input mwmem,             
    input clk,               
    output reg [31:0] mdo    
);
    reg [31:0] memory [0:63];
    initial begin
        memory[0] = 32'hA00000AA;
        memory[1] = 32'h10000011;
        memory[2] = 32'h20000022;
        memory[3] = 32'h30000033;
        memory[4] = 32'h40000044;
        memory[5] = 32'h50000055;
        memory[6] = 32'h60000066;
        memory[7] = 32'h70000077;
        memory[8] = 32'h80000088;
        memory[9] = 32'h90000099;
    end
    always @(*) begin
        mdo = memory[mr[31:2]];  
    end
    always @(negedge clk) begin
        if (mwmem) begin
            memory[mr[31:2]] <= mqb;
        end
    end
endmodule
==> job_summary.md <==
### Flow metrics

| Metric | Value |
|---|---|
| Outcome | `finished clean` |
| RSZ-0062 raised after global routing | `false` |
| Yosys top cell by area | `edfxtp_1` |
| Synth Area in XOR/XNOR | `0` |
| CTS sink cnt | `2048` |
| Vias | `50600` |
| Max reg flops | `2048` |
| Aoi share | `0.116` |
| Hold_sp | `mr[2]` |
| CTS max path bufs | `3` |
| Die span in y | `396 µm` |
| Min-Delay Path Depth | `6` |
| Post-route ant nets | `0` |
| Worst IR Drop VDD | `0.0000365 V` |
| First drt pass iteration count | `25` |
| IO Pins | `98` |
| Rows | `144` |
| Library cells used by synthesis | `49` |
| CTS tree | `built` |
| # setup viols final | `0` |
| Yosys cell count | `4457` |
| Post-synth EDFFs | `2048` |
| Top post-synthesis cells by area | `edfxtp_1 79%, a221oi_1 3.8%, mux2i_1 2.8%` |
| Logic family by area | `AND-OR/OR-AND gates` |
| Synth async-reset ratio | `0` |
| Drt total wl | `224000 µm` |
| Global route overflow | `0` |
| Tool Warnings | `1053` |
| Num CTS Buffers | `213` |
| Static Leakage | `38.8 nW` |
| GP Congestion | `0.867` |
| Placed wire-length estimate | `119000 µm` |
| Crit. Startpoint | `memory[53][25]$_DFFE_NP_` |
| CP Launch Type | `flip-flop` |
| Crit-path max FO | `1` |
| Mapped Area | `0.0778 mm²` |
| Dpl cells | `6420` |
| Hold WS | `22.61 ns` |
| Final worst setup slack | `11.97 ns` |
| Die width | `396 µm` |
| GRT Util Overall | `0.323` |
| Crit. End Element | `output pin` |
| Placement Setup Slack | `12.41 ns` |
| Synth Flop Type | `edfxtp_1` |
| Largest net degree at the start of global routing | `93` |
| Worst slew margin | `0.288` |
| Worst Tran Pin Value | `1.07 ns` |
| Hold buffers post-CTS | `0` |
| CTS Root Cell | `clkbuf_16` |
| Fin Setup TNS | `0 ns` |
| Finished Layout Cells | `8866` |
| Antenna violations before repair | `14` |
| Core area | `0.154 mm²` |
| Post-CTS setup buffer count | `0` |
| Starting Density | `0.504` |
| CP arrival | `30.67 ns` |
| H-Tree Depth | `4` |
| Post_cts resized | `0` |
| Vias in the first global route | `55600` |
| Area Growth Syn to Fin | `23.3%` |
| Top Layout Cells | `2113 x inv_1, 2048 x edfxtp_1, 339 x a221oi_1` |
| Port-buffer cells | `71` |
| Yosys Chip Area | `0.0778 mm²` |
| Critical Path RT | `42.64 ns` |
| WL/cell | `25.3 µm` |
| CTS clock-pin slew for the worst setup and hold paths | `0.03 ns` |
| Layout cells sized above 1 | `0.107` |
| Adder Area Share | `0` |
| Max-cap violations | `0` |
| Power Density | `41.5 mW/mm²` |
| Commonest Layout Cell | `inv_1` |
| Slew Viols, Final | `0` |
| First-pass GRT wire length | `326000 µm` |
| Drt initial violations | `3286` |
| Area share, top type | `0.791` |
| Die Area | `0.157 mm²` |
| Vias/cell | `5.71` |
| Sequential element share of the synthesized area | `0.791` |
| Post-route DRC violation count | `0` |
| Post-Synth Simple-Gate Area | `0.0267` |
| Hold Path Class | `primary input to output pin` |
| Synth Register Bits | `2048` |
| WHS Endpoint | `mdo[28]` |
| Critical path class | `flip-flop to output pin` |
| Synth Area per Inst | `17.5 µm²` |
| Mux frac, synth | `0.0474` |
| Final hold violations | `0` |
| Synth warn | `1` |
| Post-synthesis cell count | `4457` |
## where the power goes
| part | internal [mW] | switching [mW] |
|---|---|---|
| clock | 1.04 | 0.964 |
| sequential | 1.80 | 0.00225 |
| combinational | 0.0522 | 0.133 |
| total | 2.89 | 1.10 |
## cell usage after synthesis, types with 8 or more instances
cell       instances
nand3_1           21
o21ai_0          214
o21ai_1           12
mux2_2            69
a22oi_1          267
a221oi_1         339
clkbuf_1         174
a22o_1            38
a31oi_1           13
or3_1             15
o221ai_1           8
o32ai_1           11
o22ai_1          115
nand2_1          158
a221o_1           14
nor3_1            31
mux4_2            34
nor2b_1            8
buf_4              9
mux2i_1          214
a211oi_1          28
edfxtp_1        2048
or4_1             16
o211ai_1          18
a222oi_1          15
nor2_1           207
o2111ai_1         15
a21oi_1          152
buf_2            118
buf_1             32
## cell type report
type | instances | area (µm²)
diodes | 18 | 45.0
clock buffers | 216 | 5410
clock inverters | 2213 | 9060
fillers | 10900 | 58300
inverters | 2 | 17.5
multi-input cells | 2067 | 15400
flip-flops and latches | 2048 | 61500
well taps | 2044 | 2560
repair buffers | 258 | 1990
## worst max-delay path by stage
stage | to | slack (ns)
final | mdo[25] | 11.97
after global routing | mdo[25] | 11.82
after CTS | mdo[25] | 12.11
## per-stage QoR
step                       util  cell area, µm²  power, mW
after floorplan               -           77800       2.13
after global placement    0.528           81400       2.23
after detailed placement  0.528           81400       2.23
after CTS                 0.622           95900       4.04
after global routing      0.622           95900       4.25
final                     0.622           95900       3.99
## cells by family after synthesis
| logic type | Yosys count |
|---|---|
| multiplexers | 317 |
| AND-OR/OR-AND | 1269 |
| AND/OR/NAND/NOR | 481 |
| flip-flops | 2048 |
| buffers and inverters | 342 |
## routing by layer
layer	vias up	GRT usage	share of wire
met5	-	0.0394	0.0034
met4	30	0.126	0.025
met3	368	0.284	0.18
met2	3135	0.422	0.46
met1	24200	0.392	0.33
li1	22900	-	-
## worst max-delay path, cell delays in order (launching register included)
cell	delay [ns]
edfxtp_1	0.35
a221oi_1	0.29
nor3_1	0.11
nor3_1	0.64
o2111ai_1	0.69
or3_1	0.69
clkdlybuf4s50_1	0.47
Power is estimated from default activity; no workload was simulated.
